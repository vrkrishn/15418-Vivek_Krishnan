<file path="design/flow/config.mk">
export PLATFORM = sky130hd
export DESIGN_NAME = mux32to1
export DESIGN_NICKNAME = mux32to1
export VERILOG_FILES = /design/flow/design.v
export SDC_FILE = /design/flow/constraint.sdc
export NUM_CORES = 4
export LEC_CHECK = 1
export CORE_AREA = 10 10 210 210
export DIE_AREA = 0 0 220 220
</file>
<file path="design/flow/constraint.sdc">
current_design mux32to1

set clk_period 14.8
set clk_io_pct 0.2

create_clock -name clk0 -period $clk_period

set non_clock_inputs [all_inputs -no_clocks]
set_input_delay [expr $clk_period * $clk_io_pct] -clock clk0 $non_clock_inputs
set_output_delay [expr $clk_period * $clk_io_pct] -clock clk0 [all_outputs]
</file>
<file path="design/flow/design.v">
module mux8to1 #(parameter WIDTH = 16) (
   input  logic [WIDTH-1:0] inA, inB, inC, inD, inE, inF, inG, inH,
   output logic [WIDTH-1:0] out,
   input  logic [2:0] sel);
   always_comb
     case(sel)
       'b000: out = inA;
       'b001: out = inB;
       'b010: out = inC;
       'b011: out = inD;
       'b100: out = inE;
       'b101: out = inF;
       'b110: out = inG;
       'b111: out = inH;
       default: out = 'bx;
     endcase
endmodule : mux8to1
module mux4to1cool #(parameter WIDTH = 4) (
	input logic [WIDTH-1 : 0] i0, i1, i2, i3,
	output logic [WIDTH-1: 0] out,
	input logic [1:0] sel);
	always_comb
	  case (sel) 
	    2'b00: out=i0;
		 2'b01: out=i1;
		 2'b10: out=i2;
		 2'b11: out=i3;
	  endcase	 
endmodule : mux4to1cool
module mux32to1 #(parameter WIDTH = 16) (
   input  logic [WIDTH-1:0] i0,i1,i2,i3,i4,i5,i6,i7,i8,i9,i10,i11,i12,i13,i14,i15,i16,i17,i18,i19,i20,i21,i22,i23,i24,i25,i26,i27,i28,i29,i30,i31,
   output logic [WIDTH-1:0] out,
   input  logic [4:0] sel);
   logic [2:0] eightline;
   logic [1:0] fourline;
   assign eightline = sel[2:0];
   assign fourline = sel[4:3];
   logic[WIDTH-1:0] e0,e1,e2,e3;
   mux8to1 #(16) muxA(i0,i1,i2,i3,i4,i5,i6,i7, e0, eightline);
   mux8to1 #(16) muxB(i8,i9,i10,i11,i12,i13,i14,i15, e1, eightline);
   mux8to1 #(16) muxC(i16,i17,i18,i19,i20,i21,i22,i23, e2, eightline);
   mux8to1 #(16) muxD(i24,i25,i26,i27,i28,i29,i30,i31, e3, eightline);
   mux4to1cool #(16) muxE(e0, e1, e2, e3, out, fourline);    
endmodule : mux32to1
module demux #(parameter OUT_WIDTH = 8, IN_WIDTH = 3, DEFAULT = 0)(
   input                      in,
   input [IN_WIDTH-1:0]       sel,
   output logic [OUT_WIDTH-1:0] out);
   always_comb begin
      out = (DEFAULT==0)?'b0:(~('b0));
      out[sel] = in;
   end
endmodule
module register #(parameter WIDTH = 16) (
   output logic [WIDTH-1:0] out,
   input [WIDTH-1:0]      in,
   input                  load,
   input                  clock,
   input                  reset);
   always_ff @ (posedge clock, posedge reset) begin
      if(reset)
         out <= 'h0000;
      else if (load)
         out <= in;
   end
endmodule
module incrementor
  #(parameter N = 3)
  (input  logic en,
   output logic [$clog2(N) - 1 : 0] Q,
   input  logic clk, rst);
  logic [$clog2(N) - 1 : 0] countInp; 
  register #($clog2(N)) countReg(Q, countInp, en, clk, rst);
  assign countInp = Q + 1;
endmodule : incrementor
module HEXtoSevenSegment
  (input  logic [3:0] bcd,
   output logic [6:0] segment);
  always_comb
    unique case (bcd)
      4'h0: segment = 7'b1000000;
      4'h1: segment = 7'b1111001;
      4'h2: segment = 7'b0100100;
      4'h3: segment = 7'b0110000;
      4'h4: segment = 7'b0011001;
      4'h5: segment = 7'b0010010;
      4'h6: segment = 7'b0000010;
      4'h7: segment = 7'b1111000;
      4'h8: segment = 7'b0000000;
      4'h9: segment = 7'b0011000;
      4'hA: segment = 7'b0001000;
      4'hB: segment = 7'b0000011;
      4'hC: segment = 7'b1000110;
      4'hD: segment = 7'b0100001;
      4'hE: segment = 7'b0000110;
      4'hF: segment = 7'b0001110;
    endcase
endmodule: HEXtoSevenSegment
module SevenSegmentDigit
  (input  logic [3:0] hex,
   output logic [6:0] segment,
   input  logic       blank);
  logic [6:0] decoded;
  HEXtoSevenSegment h2ss(hex, decoded);
  assign segment = (blank) ? 7'b1111111 : decoded;
endmodule: SevenSegmentDigit
module SevenSegmentControl
  (output logic [6:0] HEX7, HEX6, HEX5, HEX4, 
   output logic [6:0] HEX3, HEX2, HEX1, HEX0,
   input  logic [3:0] in7, in6, in5, in4,
   input  logic [3:0] in3, in2, in1, in0,
   input  logic [7:0] turn_on);
  SevenSegmentDigit ssd0(.hex(in0), .segment(HEX0), .blank(~turn_on[0]));
  SevenSegmentDigit ssd1(.hex(in1), .segment(HEX1), .blank(~turn_on[1]));
  SevenSegmentDigit ssd2(.hex(in2), .segment(HEX2), .blank(~turn_on[2]));
  SevenSegmentDigit ssd3(.hex(in3), .segment(HEX3), .blank(~turn_on[3]));
  SevenSegmentDigit ssd4(.hex(in4), .segment(HEX4), .blank(~turn_on[4]));
  SevenSegmentDigit ssd5(.hex(in5), .segment(HEX5), .blank(~turn_on[5]));
  SevenSegmentDigit ssd6(.hex(in6), .segment(HEX6), .blank(~turn_on[6]));
  SevenSegmentDigit ssd7(.hex(in7), .segment(HEX7), .blank(~turn_on[7]));
endmodule: SevenSegmentControl
</file>
<file path="design/flow/run.sh">
#!/bin/bash
# OpenROAD 26Q1-2900-gdf79404cd8, Yosys 0.63+post, stock flow scripts
make -C /OpenROAD-flow-scripts/flow DESIGN_CONFIG=/design/flow/config.mk WORK_HOME=/design/flow/orfs finish
</file>
==> impl_metrics.yaml <==
# implementation run metrics
run_status:
  outcome: "finished clean"
detailed_routing:
  vias: 7793
  drt_iter0_drc: 487
  ant_nets: 0
  wl_per_cell_um: 29.4
  remaining_drc_errors: 0
  viasPerCell: 4.69
  totalWireLength_um: 48800
  first_pass_iters: 5
worst_setup_path:
  critPathSlowestCell: "buf_4"
  critPathLaunchType: "input port"
  crit_required_ns: 11.84
  critPathTopFamily: "buffers and inverters"
  cp_common_cell: "buf_4"
  worstSetupPathType: "input port to output port"
  end_kind: "output port"
  max_stage_delay_ns: 0.72
  cp_cell_sequence: "buf_6, buf_4, and3b_1, buf_4, a221oi_1, nor2_1, a31oi_1, a32oi_1, clkdlybuf4s50_1"
  cp_max_fo: 61
  path_buffers: 4
  crit_arrival_ns: 6.37
synth:
  yosysCellCount: 646
  yosysTopAreaCell: "mux2i_1"
  syn_area_per_cell_sq_um: 6.94
  syn-instance-count: 646
  ys_seq_share_pct: 0
  synth_cell_types: 61
  top_area_share_pct: 17.2
  yosysWarnings: 2
  synthesis.area_sq_um: 4480
  area_leaders: "mux2i_1, o21ai_0, a21oi_1"
  yosys_area_sq_um: 4480
  synth_top_cell_by_count: "mux2i_1"
  synthTopCellsByCount: "mux2i_1, o21ai_0, a21oi_1"
layout:
  n_clock_buffer: 0
  layout.area.seq_sq_um: 0
  final_cells: 1662
  drive_above_1_share_pct: 7.09
  ff_count: 0
  area_delta_synth_final_pct: 129
floorplanning:
  die_x_um: 220
  die_h_um: 220
  ios: 533
  initial_utilization_pct: 11.3
  rows: 73
  core_area_sq_um: 39600
  dieArea_sq_um: 48400
timing:
  tightestPinTransition_ns: 1.01
  finalClockPeriodUsage_pct: 63.1
  finalSetupTns_ns: 0
  slew_headroom_pct: 32.2
  timing.fmax_ghz: 0.107
  slew_viol_final: 0
  period_minus_slack_ns: 9.33
  timing.final.ws_setup_ns: 5.47
  hold_violations: 0
  rsz0062_at_grt: "false"
  setup_viol: 0
global_routing:
  grt_max_degree: 62
  grt_pass1_vias: 8302
  grt.overflow.total: 0
  antenna_found_initial: 13
  grt_usage_pct: 19.0
  grt_first_pass_wirelength_um: 64500
power_and_ir_drop:
  powerDensity_nw_per_um2: 29.9
  p_leak_nw: 3.64
  power_uw: 307
  peakVddDrop_mv: 0.0115
clock_network:
  ctsResizeCount: 0
  holdBufCountCts: 0
  postCtsSetupBuffers: 0
placed_design:
  io_buffers: 533
  dp_slack_ns: 5.39
  dpl.hpwl_um: 40600
  gp_congestion: 0.953
  dp.cells: 1654
flow_run:
  maxCapViolCount: 0
  tool_warnings: 32
worst_hold_path:
  hp-class: "input port to output port"
==> layer usage <==
| metal | global-route usage (%) | part of all wire, % |
|---|---|---|
| met4 | 3.74 | 1.5 |
| met1 | 24.3 | 41 |
| met5 | 0 | 0.096 |
| met2 | 31.6 | 48 |
| met3 | 5.06 | 8.6 |
==> where the power goes <==
| part | switching (mW) | internal, mW |
|---|---|---|
| Combinational | 0.125 | 0.182 |
| Sequential | 0 | 0 |
| Clock | 0 | 0.0000000726 |
| Total | 0.125 | 0.182 |
==> metrics by stage <==
stage | instance area [sq um] | hold slack [ns] | util (%)
2_1_floorplan | 4480 | 6.07 | -
3_3_place_gp | 10300 | 7.03 | 25.9
3_5_place_dp | 10300 | 7.04 | 25.9
4_1_cts | 10300 | 7.04 | 25.9
5_1_grt | 10300 | 7.07 | 25.9
6_report | 10300 | 7.02 | 25.9
==> cell usage in the layout (no fill, tap or decap), drive strengths merged, types with 3 or more instances in the layout <==
cell,instances
clkdlybuf4s50,530
diode,8
o211ai,9
a211oi,11
nor2,29
a222oi,3
a31oi,10
o22a,3
o21ai,66
nand4,3
buf,33
a21oi,58
o21a,3
a22oi,11
nor2b,13
a32o,6
a211o,6
nand2b,15
o221a,9
mux2i,77
inv,12
o31a,3
a22o,5
mux2,23
o221ai,32
a41oi,3
and2,4
nand3,14
a32oi,7
nand2,37
a221oi,33
and3,7
o2bb2ai,4
o22ai,23
a21boi,4
==> logic make-up (layout without fill, tap and decap cells) <==
kind of cell | Yosys count | count (layout) | share of synthesized area [%]
other cells | 0 | 8 | 0
buf+inv | 92 | 575 | 11.4
simple gates | 134 | 134 | 14.9
compound gates | 319 | 319 | 50.2
mux | 101 | 101 | 23.5
==> final timing paths <==
check / startpoint / endpoint / cells after the start
max: sel[2] / out[10] / 9
min: i16[2] / out[2] / 4
==> area by class of cell <==
type               instances  area, sq um
well taps                525          657
fillers                 4336        29400
multi-input cells        554         4000
repair buffers           563         5560
inverters                 12         45.0
diodes                     8         20.0
Power figures rest on the tool's default switching activity, not on a simulated workload.
